## design/flow/config.mk

```make
export PLATFORM = sky130hd
export DESIGN_NAME = vga_player
export DESIGN_NICKNAME = vga_player
export VERILOG_FILES = /design/flow/design.v
export SDC_FILE = /design/flow/constraint.sdc
export NUM_CORES = 4
export LEC_CHECK = 1
export CORE_AREA = 10 10 444 444
export DIE_AREA = 0 0 454 454
```

## design/flow/constraint.sdc

```tcl
current_design vga_player

set clk_period 50.6
set clk_io_pct 0.2

create_clock -name clk0 -period $clk_period [get_ports {clock}]

set non_clock_inputs [all_inputs -no_clocks]
set_input_delay [expr $clk_period * $clk_io_pct] -clock clk0 $non_clock_inputs
set_output_delay [expr $clk_period * $clk_io_pct] -clock clk0 [all_outputs]
```

## design/flow/design.v

```verilog
module pianotiles(
		CLOCK_50,
		KEY,
		VGA_CLK,
		VGA_HS,
		VGA_VS,
		VGA_BLANK_N,
		VGA_SYNC_N,
		VGA_R,
		VGA_G,
		VGA_B, 
		HEX0, 
		HEX1,
		LEDR, 
		SW
		);
	input 			CLOCK_50;		 
	input 	[3:0] KEY;				 
	input 	[3:0] SW;
	output			VGA_CLK;   		 
	output			VGA_HS;			 
	output			VGA_VS;			 
	output			VGA_BLANK_N;	 
	output			VGA_SYNC_N;		 
	output	[9:0]	VGA_R;   		 
	output	[9:0]	VGA_G;	 		 
	output	[9:0]	VGA_B;   		 
	output [6:0] HEX0;
	output [6:0] HEX1;
	output [17:0] LEDR;
	reg [1:0] game_state;
	initial game_state <= 2'd0;
	assign LEDR[1:0] = game_state[1:0];
	assign LEDR[17:14] = KEY[3:0];
	assign LEDR[5:4] = game_state[1:0];
	wire [1:0] random_column;
	random rng(CLOCK_50, negative, random_column[1:0]);
	wire reset_screen = 1'b1;
	wire draw_screen;
	assign draw_screen = game_state == 2'd1;
	wire [31:0] draw_x;
	wire [31:0] draw_y;
	localparam [31:0] max_x = 32'd320;
	localparam [31:0] max_y = 32'd240;
	reg [255:0] col_a;  
	reg [255:0] col_b;
	reg [255:0] col_c;
	reg [255:0] col_d;
	wire [2:0] color;
   vga_player VGA_PLAYER(
		.clock(CLOCK_50),
		.reg_x(draw_x),
		.reg_y(draw_y),
		.max_x(max_x),
		.max_y(max_y),
		.color(color),
		.col_a(col_a),
		.col_b(col_b),
		.col_c(col_c),
		.col_d(col_d));
	wire rate_clock;
	localparam MAX_RATE = 32'd250000;
	rate_divider rd(
		.clock(CLOCK_50),
		.max_rate(MAX_RATE),
		.rate_switch(rate_clock));
	localparam [31:0] tile_size = 32'd50;
	reg [1:0] current_col;
	initial current_col = random_column;
	reg [31:0] current_count;
	initial current_count = tile_size;
	reg [1:0] alert_col;
	reg [31:0] alert_time_left;
	initial begin
		alert_time_left = 32'd1024;
		alert_col = 1'd0;
	end
	reg [7:0] game_score;
	initial game_score = 0;
	hex_decoder hd1(game_score[7:4], HEX1[6:0]);
	hex_decoder hd0(game_score[3:0], HEX0[6:0]);
	reg [31:0] i_sub;
	reg [7:0] i_start;
	reg [31:0] i;
	always @(posedge rate_clock)
	begin		
		if (game_state == 2'd0 || game_state == 2'd2) begin  
			if(~KEY[0] || ~KEY[1] || ~KEY[2] || ~KEY[3]) begin  
				col_a = 0;
				col_b = 0;
				col_c = 0;
				col_d = 0;
				current_count = tile_size;
				current_col = random_column;
				game_score = 8'd0;
				alert_time_left = 1024;
				alert_col = 2'd0;
				game_state <= 2'd1;
			end
		end else if (game_state == 2'd1) begin  
			if(current_count <= 0) begin  
				current_count = tile_size;  
				current_col[1:0] = random_column[1:0];  
			end else begin
				current_count = current_count - 1;  
			end
			case(current_col[1:0])  
				2'd0: begin
					col_a[0] = 1;
					col_a = col_a << 1;
					col_b = col_b << 1;
					col_c = col_c << 1;
					col_d = col_d << 1;
				end
				2'd1: begin
					col_b[0] = 1;
					col_a = col_a << 1;
					col_b = col_b << 1;
					col_c = col_c << 1;
					col_d = col_d << 1;
				end
				2'd2: begin
					col_c[0] = 1;
					col_a = col_a << 1;
					col_b = col_b << 1;
					col_c = col_c << 1;
					col_d = col_d << 1;
				end
				default: begin
					col_d[0] = 1;
					col_a = col_a << 1;
					col_b = col_b << 1;
					col_c = col_c << 1;
					col_d = col_d << 1;
				end
			endcase
			if(alert_time_left == 31'd1024) begin  
				if(col_a[239] == 1) begin
					alert_time_left = tile_size;
					alert_col = 1'd0;
				end else if(col_b[239] == 1) begin
					alert_time_left = tile_size;
					alert_col = 2'd1;
				end else if(col_c[239] == 1) begin
					alert_time_left = tile_size;
					alert_col = 2'd2;
				end else if(col_d[239] == 1) begin
					alert_time_left = tile_size;
					alert_col = 2'd3;
				end
			end else if (alert_time_left > 0) begin  
				alert_time_left = alert_time_left - 1;
				if(alert_col[1:0] == 2'd0 && ~KEY[3] && KEY[2] && KEY[1] && KEY[0]) begin
					alert_time_left = alert_time_left + 1;
					for(i = 0; i < tile_size; i = i + 1) begin
						if (alert_time_left > 0) begin
							i_sub = 239 - i;
							i_start[7:0] = i_sub[7:0];
							col_a[i_start] = 0;
							alert_time_left = alert_time_left - 1;
						end
					end
					game_score = game_score + 1;
					alert_time_left = 1024;
					if(col_b[239] == 1) begin
						alert_time_left = tile_size;
						alert_col = 2'd1;
					end else if(col_c[239] == 1) begin
						alert_time_left = tile_size;
						alert_col = 2'd2;
					end else if(col_d[239] == 1) begin
						alert_time_left = tile_size;
						alert_col = 2'd3;
					end
				end else if(alert_col[1:0] == 2'd1 && KEY[3] && ~KEY[2] && KEY[1] && KEY[0]) begin
					alert_time_left = alert_time_left + 1;
					for(i = 0; i < tile_size; i = i + 1) begin
						if (alert_time_left > 0) begin
							i_sub = 239 - i;
							i_start[7:0] = i_sub[7:0];
							col_b[i_start] = 0;
							alert_time_left = alert_time_left - 1;
						end
					end
					game_score = game_score + 1;
					alert_time_left = 1024;
					if(col_a[239] == 1) begin
						alert_time_left = tile_size;
						alert_col = 1'd0;
					end else if(col_c[239] == 1) begin
						alert_time_left = tile_size;
						alert_col = 2'd2;
					end else if(col_d[239] == 1) begin
						alert_time_left = tile_size;
						alert_col = 2'd3;
					end
				end else if(alert_col[1:0] == 2'd2 && KEY[3] && KEY[2] && ~KEY[1] && KEY[0]) begin
					alert_time_left = alert_time_left + 1;
					for(i = 0; i < tile_size; i = i + 1) begin
						if (alert_time_left > 0) begin
							i_sub = 239 - i;
							i_start[7:0] = i_sub[7:0];
							col_c[i_start] = 0;
							alert_time_left = alert_time_left - 1;
						end
					end
					game_score = game_score + 1;
					alert_time_left = 1024;
					if(col_a[239] == 1) begin
						alert_time_left = tile_size;
						alert_col = 1'd0;
					end else if(col_b[239] == 1) begin
						alert_time_left = tile_size;
						alert_col = 2'd1;
					end else if(col_d[239] == 1) begin
						alert_time_left = tile_size;
						alert_col = 2'd3;
					end
				end else if(alert_col[1:0] == 2'd3 && KEY[3] && KEY[2] && KEY[1] && ~KEY[0]) begin
					alert_time_left = alert_time_left + 1;
					for(i = 0; i < tile_size; i = i + 1) begin
						if (alert_time_left > 0) begin
							i_sub = 239 - i;
							i_start[7:0] = i_sub[7:0];
							col_d[i_start] = 0;
							alert_time_left = alert_time_left - 1;
						end
					end
					game_score = game_score + 1;
					alert_time_left = 1024;
					if(col_a[239] == 1) begin
						alert_time_left = tile_size;
						alert_col = 1'd0;
					end else if(col_b[239] == 1) begin
						alert_time_left = tile_size;
						alert_col = 2'd1;
					end else if(col_c[239] == 1) begin
						alert_time_left = tile_size;
						alert_col = 2'd2;
					end
				end
			end else begin  
				game_state <= 2'd2;
			end
		end
	end
	vga_adapter VGA(
		.resetn(reset_screen),
		.clock(CLOCK_50),
		.colour(color),
		.x(draw_x),
		.y(draw_y),
		.plot(draw_screen),
		.VGA_R(VGA_R),
		.VGA_G(VGA_G),
		.VGA_B(VGA_B),
		.VGA_HS(VGA_HS),
		.VGA_VS(VGA_VS),
		.VGA_BLANK(VGA_BLANK_N),
		.VGA_SYNC(VGA_SYNC_N),
		.VGA_CLK(VGA_CLK));
		defparam VGA.RESOLUTION = "320x240";  
		defparam VGA.MONOCHROME = "FALSE";
		defparam VGA.BITS_PER_COLOUR_CHANNEL = 1;
		defparam VGA.BACKGROUND_IMAGE = "piano.mif";
endmodule
module vga_player(clock, reg_x, reg_y, max_x, max_y, color, col_a, col_b, col_c, col_d);
	input clock;
	input [31:0] max_x;
	input [31:0] max_y;
	output reg [2:0] color;
	output reg [31:0] reg_x;
	output reg [31:0] reg_y;
	input [255:0] col_a;	
	input [255:0] col_b;
	input [255:0] col_c;
	input [255:0] col_d;
	reg [255:0] draw_col;
	reg [2:0] draw_color;
	always @(posedge clock) begin	
		if(reg_x >= max_x) begin
			reg_x = 0;
			if(reg_y >= max_y)
				reg_y = 0;
			else
				reg_y = reg_y + 1;
		end else	begin
			reg_x = reg_x + 1;
		end
		if(reg_x < 80) begin
			draw_color = 3'b001;
			draw_col = col_a;
		end else if(reg_x < 160) begin
			draw_color = 3'b010;
			draw_col = col_b;
		end else if(reg_x < 240) begin
			draw_color = 3'b011;
			draw_col = col_c;
		end else if(reg_x < 320) begin
			draw_color = 3'b100;
			draw_col = col_d;
		end else begin
			draw_color = 3'b001;
			draw_col = col_a;
		end
		if (draw_col[reg_y] == 1)
			color = draw_color;
		else  
			color = 3'b111;
	end
endmodule
module random(clk, reset, num);
	input clk;
	input reset;
	output reg [1:0] num;
	reg [8:0] n0, n1;  
   wire f0, f1;  
	assign f0 = n0[3] ^ n0[8];
	assign f1 = n1[5] ^ n1[0];
   always @(posedge clk or posedge reset)
   begin
		if (reset == 1'd1) begin  
			n0[8:0] = 9'd0;
			n1[8:0] = 9'd0;
		end else if (reset == 1'd0 && n0 == 9'd0 && n1 == 9'd0) begin  
			n0[8:0] = 9'd1;
			n1[8:0] = 9'd1;
		end else begin  
			n0[8:0] = {n0[7:0],f0};
			n1[8:0] = {n1[7:0],f1};
		end
		num[1:0] = {n0[0], n1[0]};  
   end
endmodule
module rate_divider(clock, max_rate, rate_switch);
	input clock;
	input [31:0] max_rate;
	output reg rate_switch;
	reg [31:0] current_rate;
	initial current_rate = 0;
	always @(posedge clock)
	begin
		current_rate = current_rate + 1;
		if(current_rate >= max_rate) 
		begin
			current_rate = 0;
			if(rate_switch == 1'b1)
				rate_switch = 1'b0;
			else
				rate_switch = 1'b1;
		end
	end
endmodule
module hex_decoder(hex_digit, segments);
    input [3:0] hex_digit;
    output reg [6:0] segments;
    always @(*)
        case (hex_digit)
            4'h0: segments = 7'b100_0000;
            4'h1: segments = 7'b111_1001;
            4'h2: segments = 7'b010_0100;
            4'h3: segments = 7'b011_0000;
            4'h4: segments = 7'b001_1001;
            4'h5: segments = 7'b001_0010;
            4'h6: segments = 7'b000_0010;
            4'h7: segments = 7'b111_1000;
            4'h8: segments = 7'b000_0000;
            4'h9: segments = 7'b001_1000;
            4'hA: segments = 7'b000_1000;
            4'hB: segments = 7'b000_0011;
            4'hC: segments = 7'b100_0110;
            4'hD: segments = 7'b010_0001;
            4'hE: segments = 7'b000_0110;
            4'hF: segments = 7'b000_1110;   
            default: segments = 7'h7f;
        endcase
endmodule
```

## design/flow/run.sh

```bash
#!/bin/bash
# OpenROAD 26Q1-2900-gdf79404cd8, Yosys 0.63+post, stock flow scripts
make -C /OpenROAD-flow-scripts/flow DESIGN_CONFIG=/design/flow/config.mk WORK_HOME=/design/flow/orfs finish
```

==> notes.org <==
* Flow results

** Status
- Outcome :: complete, no violations

** Synthesis
- Post-Syn Area :: between 10000 and 15000 µm²
- Yosys cell count :: around 1900
- Mean Syn Cell Area :: between 6 and 7 µm²
- Number of synthesized register bits :: around 67
- Post-synth the commonest register cell is sky130_fd_sc_hd__dfxtp_1.
- Seq share, synth :: 11.81%
- Chip Area, Yosys :: between 10000 and 15000 µm²
- For this run, asynchronously set or reset flops after synthesis account for 0%.
- The post-synth count of flops with an enable pin is 22.
- The synthesized instance count is slightly below 2000.
- Number of warnings printed during yosys synthesis :: 1
- Yosys mapped the design onto 86 distinct sky130hd cell types.

** Worst setup path
- Buffering stage count on the worst path with inverters included :: 7
- The longest incremental delay of any stage on the critical path is reported as 0.89 ns.
- The report lists the cells along the critical path as clkdlybuf4s50_1 > inv_1 > ha_1 > nand4_1 > nor3_1 > a221o_1 > nor3_1 > buf_4 > o21a_1 > buf_4 > nor2_1 > a21boi_4 > inv_4 > buf_4 > buf_4 > o221a_2 > o221ai_1 > nand4_1 > o221ai_1 > nor4_1 > nor4b_1 > o221ai_1 > o311ai_1.
- CP max stage cell :: sky130_fd_sc_hd__nor4_1
- Crit path max-delay family :: simple AND/OR/NAND/NOR gates
- The worst setup path is captured at a flip-flop.
- Nature of the critical path startpoint :: input port
- Cell mode on critical path :: sky130_fd_sc_hd__buf_4
- The STA report counts the stages on the worst setup path as 23.
- The data required time reported for the critical path is 50.82 ns.
- STA shows the worst reg2reg path with a cell count of 19.
- Critical path class :: input port to flip-flop
- The data arrival time reported for the critical path is 17.95 ns.
- Biggest fanout along the worst timing path :: 35

** Timing
- Final sum of negative setup slack :: 0 ns
- Final worst clock skew :: 0.01660 ns
- Setup WS post-layout :: 32.87 ns
- The final critical path takes up 35.04% of the cycle.
- The final report lists the setup-violating endpoint count as 0.
- The final timing report derives a shortest allowable period of approximately 18 ns.
- Maximum clock frequency :: between 50 and 60 MHz
- The worst-case max-slew headroom was logged as 22.31%.
- Setup repair after global routing missed its margin :: false
- Worst Hold Margin :: approximately 0.67 ns
- Least-Margin Pin Slew :: about 1.2 ns
- Counting endpoints that fail hold in the final report gives 0.
- Final Max Slew Viols :: 0

** Placed design
- The post-placement cell area is about 28000 µm².
- In the placement report, post-DP HPWL is listed as 252500 µm.
- Routability-driven placement finished with a final weighted congestion of a little over 1.
- STA on the placed design reports a worst setup slack of ~32 ns.
- Number of buffer cells added on primary ports :: between 1000 and 1500

** Clock tree
- TritonCTS built the clock tree.
- Clock latency on the worst-skew pair, taken at its later pin, is about 0.38 ns.
- Post-CTS Setup Bufs :: 0
- CTS H-tree depth :: 3
- The CTS log lists the clock sinks for this run as between 60 and 70.
- Number of resized instances in the post-cts repair step :: 0
- The number of clock buffers added by TritonCTS is 9.
- Per the CTS log, the buffer count on the longest clock path is 2.
- Clock-pin slew was measured on the worst setup and hold paths at about 0.060 ns.
- Master cell of the clock root buffer :: sky130_fd_sc_hd__clkbuf_16
- The post-CTS hold buffer count recorded in the log is 0.

** Hold path
- Cells on Worst Hold Path :: 1
- In this run the worst hold path is classified as flip-flop to flip-flop.

** Pwr
- Tot Pwr :: between 900 and 1000 µW
- Per the power-grid run, VDD falls by no more than ~0.000022 V.
- Cell leakage power :: about 0.009 µW
- Power density of the placed cells :: ~33 nW/µm²

** Detailed routing
- For this run, design rule violations remaining after detail routing come to 0.
- Drt via density :: between 4 and 5
- Antenna viol nets, final :: 0
- After the first detailed-routing iteration, the DRC count stood at 2832.
- Wire length per cell after detailed routing :: between 40 and 50 µm
- The first TritonRoute pass finished after 6 iterations.
- Total wire length after detailed routing :: roughly 280000 µm
- DR vias :: roughly 26000

** Floorplanning
- Core utilization before placement :: roughly 7%
- Chip width :: around 450 µm
- Number of standard-cell rows in the floorplan :: between 150 and 200
- Die Ht :: around 450 µm
- Total die size :: 206100 µm²
- In this run the standard cell core region covers 187600 µm².
- ~1200 I/O pins were placed.

** Finish
- Growth of design area from synthesis to finish :: 117.1%
- Most instantiated logic cells after routing :: sky130_fd_sc_hd__clkdlybuf4s50_1, sky130_fd_sc_hd__o22ai_1, sky130_fd_sc_hd__nor2_1, sky130_fd_sc_hd__o221ai_1, sky130_fd_sc_hd__a21oi_1
- Post-Layout Inst Area :: about 29000 µm²
- Layout cells sized above 1 :: 6.356%
- The top cell type in the final layout, fill and taps aside, is sky130_fd_sc_hd__clkdlybuf4s50_1.

** GRT
- Entering global routing, the biggest net connects a little over 90 pins.
- Summed over all layers, the global routing overflow is 0.
- The number of antenna violations at the first check in global routing is 547.
- The first global-routing pass estimated ~330000 µm of wire.
- Vias in the first global route :: roughly 23000
- Across every metal layer, demand over resource in global routing totals 26.29%.

** Job
- The tool warning count for the run is 26.
- Max-cap violations in this run came to 0.
==> worst reg2reg max path, delay by kind of cell, from the launching register on <==
kind            cells  cell delay [ns]
compound gates      9             4.14
simple gates        5             1.55
buf+inv             4             1.41
flops               1             0.63
fa+ha+maj           1             0.28
==> per-stage QoR <==
| step | util [%] | cells |
|---|---|---|
| 2_1_floorplan | - | 1934 |
| 3_3_place_gp | 14.90 | 5485 |
| 3_5_place_dp | 14.90 | 5485 |
| 4_1_cts | 15.06 | 5500 |
| 5_1_grt | 15.20 | 5604 |
| 6_report | 15.30 | 5680 |
==> kinds of logic (layout without fill, tap and decap cells) <==
| kind of cell | Yosys count | in the layout | synth area share (%) |
|---|---|---|---|
| mux | 4 | 4 | 0.3123 |
| buf+inv | 272 | 1343 | 8.499 |
| flops | 67 | 67 | 11.81 |
| fa+ha+maj | 66 | 66 | 6.246 |
| other cells | 0 | 180 | 0 |
| simple gates | 561 | 561 | 21.96 |
| compound gates | 914 | 914 | 47.86 |
| xor+xnor | 50 | 50 | 3.313 |
==> synth_stat cells (6+ instances only) <==
cell / count / area, µm²
sky130_fd_sc_hd__a211o_1: 14 / 122.6
sky130_fd_sc_hd__o22a_1: 14 / 122.6
sky130_fd_sc_hd__clkbuf_1: 107 / 401.6
sky130_fd_sc_hd__o211ai_1: 10 / 75.07
sky130_fd_sc_hd__xor2_1: 28 / 245.2
sky130_fd_sc_hd__a211oi_1: 19 / 142.6
sky130_fd_sc_hd__nor2_1: 176 / 660.6
sky130_fd_sc_hd__a21oi_1: 130 / 650.6
sky130_fd_sc_hd__a31oi_1: 14 / 87.58
sky130_fd_sc_hd__buf_4: 8 / 60.06
sky130_fd_sc_hd__or4_1: 12 / 90.09
sky130_fd_sc_hd__o31ai_1: 10 / 75.07
sky130_fd_sc_hd__xnor2_1: 22 / 192.7
sky130_fd_sc_hd__nand3_1: 52 / 260.3
sky130_fd_sc_hd__nor4_1: 29 / 181.4
sky130_fd_sc_hd__a21o_1: 10 / 75.07
sky130_fd_sc_hd__o311ai_0: 8 / 70.07
sky130_fd_sc_hd__nand4_1: 54 / 337.8
sky130_fd_sc_hd__edfxtp_1: 22 / 660.6
sky130_fd_sc_hd__dfxtp_1: 45 / 900.9
sky130_fd_sc_hd__ha_1: 66 / 825.8
sky130_fd_sc_hd__o21bai_1: 8 / 60.06
sky130_fd_sc_hd__buf_2: 52 / 260.3
sky130_fd_sc_hd__o21ai_0: 128 / 640.6
sky130_fd_sc_hd__o22ai_1: 279 / 1745
sky130_fd_sc_hd__nor3_1: 74 / 370.4
sky130_fd_sc_hd__nand2_1: 73 / 274.0
sky130_fd_sc_hd__inv_1: 80 / 300.3
sky130_fd_sc_hd__and4_1: 12 / 105.1
sky130_fd_sc_hd__o221a_2: 32 / 360.4
sky130_fd_sc_hd__or2_2: 10 / 62.56
sky130_fd_sc_hd__buf_1: 21 / 78.83
sky130_fd_sc_hd__or3_1: 16 / 100.1
sky130_fd_sc_hd__and3_1: 12 / 75.07
sky130_fd_sc_hd__o221ai_1: 170 / 1489
sky130_fd_sc_hd__o21ai_1: 6 / 30.03
==> flip-flops by register name (all words and copies together) (netlist names) <==
signal,count
reg_x,32
reg_y,32
color,3
==> path summary, 6_finish.rpt <==
kind | end | from | slack [ns]
min | reg_x[0] | reg_x[0] | 0.67
min reg2reg | reg_x[0] | reg_x[0] | 0.67
max reg2reg | color[1] | reg_x[0] | 42.44
max | color[1] | max_x[30] | 32.87
==> layout make-up <==
class / instances / area, µm²
clock buffer: 11 / 246.5
clock inverter: 4 / 50.05
inverter: 83 / 314.1
timing repair buffer: 1245 / 12260
sequential: 67 / 1562
fill: 21220 / 158900
antenna: 180 / 450.4
multi-input combinational: 1595 / 10700
tap: 2495 / 3122
==> layer usage <==
metal | global-route usage [%] | wire, µm | vias up
met3 | 15.29 | 37970 | 984
met1 | 27.68 | 95120 | 12170
met4 | 16.59 | 21100 | 292
li1 | - | - | 10270
met2 | 39.99 | 126000 | 2224
met5 | 0 | 1879 | -
==> report_power, final <==
group / leakage [µW] / internal [µW] / switching (µW)
combinational: 0.00845 / 267 / 517
clock: 0.000150 / 39.8 / 29.1
sequential: 0.000572 / 67.4 / 25.3
total: 0.00917 / 375 / 571
Power figures rest on the tool's default switching activity, not on a simulated workload.
